==> /design/flow/design.v <==
module iceblips_memory
(
  output led_0,
  output led_1,
  inout [3:0] data,
  input [3:0] address,
  input phi2,
  input web,
  output be,
  input clk
);
reg [3:0] data_out = 4'ha;
reg [3:0] memory = 0;
reg [21:0] count = 0;
reg [21:0] bus_hold_count = 0;
reg led_value = 0;
reg web_was_high = 0;
reg be_value = 1;
assign memoeb = web & phi2;
assign memweb = ~web & phi2;
assign data = memoeb ? data_out : 'z;
assign bus_is_busy = bus_hold_count != 0;
assign be = be_value | ~phi2;
assign led_0 = led_value;
assign led_1 = be;
always @(posedge memoeb) begin
  case (address)
    0: data_out <= 4'b1110;
    1: data_out <= 4'b0110;
    2: data_out <= 4'b1010;
    3: data_out <= 4'b1100;
    4: data_out <= 4'b0110;
    5: data_out <= 4'b1010;
    6: data_out <= 4'b0000;
    7: data_out <= 4'b1100;
    8: data_out <= memory;
    default: data_out <= 4'hf;
  endcase
end
always @(negedge memweb) begin
  if (address == 8) begin
    memory <= data;
  end
end
always @(posedge clk) begin
  count = count + 1;
end
always @(posedge phi2) begin
  if (web == 0 && web_was_high == 0 && address == 8) begin
    bus_hold_count <= 4000000;
    web_was_high <= 1;
    be_value <= 0;
  end else if (bus_hold_count == 1) begin
    be_value <= 1;
    bus_hold_count <= bus_hold_count - 1;
  end else if (bus_hold_count > 1) begin
    bus_hold_count <= bus_hold_count - 1;
  end else if (bus_hold_count == 0 && web == 1) begin
    web_was_high <= 0;
  end
end
always @(posedge count[21]) begin
  led_value <= led_value ^ 1;
end
endmodule
==> /design/flow/run.sh <==
#!/bin/bash
# OpenROAD 26Q1-2900-gdf79404cd8, Yosys 0.63+post, stock flow scripts
make -C /OpenROAD-flow-scripts/flow DESIGN_CONFIG=/design/flow/config.mk WORK_HOME=/design/flow/orfs finish
==> /design/flow/config.mk <==
export PLATFORM = sky130hd
export DESIGN_NAME = iceblips_memory
export DESIGN_NICKNAME = iceblips_memory
export VERILOG_FILES = /design/flow/design.v
export SDC_FILE = /design/flow/constraint.sdc
export NUM_CORES = 4
export LEC_CHECK = 1
export CORE_UTILIZATION = 40
==> /design/flow/constraint.sdc <==
current_design iceblips_memory

set clk_period 5.0
set clk_io_pct 0.2

create_clock -name clk0 -period $clk_period [get_ports {clk}]
create_clock -name clk1 -period $clk_period [get_ports {phi2}]

set non_clock_inputs [all_inputs -no_clocks]
set_input_delay [expr $clk_period * $clk_io_pct] -clock clk0 $non_clock_inputs
set_output_delay [expr $clk_period * $clk_io_pct] -clock clk0 [all_outputs]
==> results_slide.txt <==
Synthesis and Place & Route Summary

Synth
  • Cell area leaders: dfxtp_1 44%, xnor2_1 7.9%, edfxtp_1 5.1%, nand3_1 4.3%, xor2_1 4.1%
  • EDFF count, synth: 4
  • Area figure in the yosys stat output: 0.002336 mm2
  • Top FF cell, synth: dfxtp_1
  • Syn_area_per_cell: 9.419 um2
  • Post-synth ARST share: 0%
  • Top-area cell type share of the netlist area: 43.71%
  • Largest area contributor in the netlist: dfxtp_1
  • Yosys cell count: 248
  • Cell area after synthesis: 0.002336 mm2
  • Synth Seq Share: 48.85%
  • Synth warn: 5
  • Netlist cell types: 41
  • Synthesized flop and latch total: 55
  • Synth Instances: 248

STA
  • Worst hold slack: 0.4233 ns
  • Clk_skew: 0.1797 ns
  • Slew Viols, Final: 0
  • Final-report setup violation count: 0
  • Register pins left without a clock: 1
  • TNS Setup: 0 ns
  • Slew @ Worst Pin: 0.7288 ns
  • Number of unconstrained endpoints: 2
  • RSZ-0062 raised after global routing: false
  • Final Hold Vio Count: 0
  • Worst Slack Setup Final: 0.05353 ns
  • Slew margin rel.: 50.97%

Placed design
  • HPWL Detailed: 2855 um
  • DP Worst Slack: 0.1962 ns
  • Port bufs: 8
  • RePlAce Congestion: 0.8081

Floorplanning
  • IO Pins: 14
  • Row cnt: 27
  • Die Ht: 78.42 um
  • Floorplan core density: 41.91%
  • Chip Width: 78.42 um
  • Core area: 0.005574 mm2
  • Chip area: 0.006150 mm2

Drt
  • Number of vias per cell: 5.219
  • DR pass1 iterations: 4
  • Drt wl/cell: 12.46 um
  • Final WL: 4434 um
  • Detailed Route Iter0 Violations: 50
  • DR vias: 1858
  • Number of diodes: 0
  • Residual DRC: 0
  • Final ANT Viol Nets: 0

Finish
  • Core Util, Final: 52.21%
  • Filler cells: 489
  • Layout cells sized above 1: 12.32%
  • Area grow syn2layout: 24.58%
  • MI comb area: 0.001147 mm2
  • Sequential cell area: 0.001141 mm2

Critical path
  • Worst EP required: 4.00 ns
  • Worst r2r src: data[1]$_DFF_P_
  • CP endpoint kind: output port
  • WP data arrival: 3.95 ns
  • Max FO, Critical Path: 3
  • Crit path launch: phi2
  • Worst Reg-to-Reg Cells: 0
  • Crit start category: clock port
  • Flop-to-flop setup slack: 1.77 ns
  • Critical Path Sink: be
  • WS Path Type: clk2out
  • Reg-to-reg endpoint: memory[1]$_DFFE_NN_

Pwr
  • Power per cell area: 436.9 mW/mm2
  • Peak VDD IR: 0.2111 mV
  • Leakage power: 1.070 nW
  • Total power: 0.001271 W

Global routing
  • First-pass GRT wire length: 7665 um
  • Vias in the first global route: 1739
  • Grt ovf: 0
  • Gr usage total: 16.23%
  • Initial antenna violation count: 0
  • Largest net degree at the start of global routing: 18

Run status
  • Outcome: complete, no violations

CTS
  • Post-CTS Setup Inserts: 0
  • CTS tree: built
  • Clock-pin slew on the worst setup and hold paths: 0.07 ns

Min path
  • HP Class: reg2reg

Flow run
  • Tally of OpenROAD warnings: 38
  • Max Cap Viol: 0
==> worst max-delay path: stages <==
cell             delay [ns]
clkbuf_8               0.12
clkbuf_8               0.12
clkbuf_8               0.12
clkbuf_8               0.12
clkbuf_8               0.12
clkbuf_8               0.13
nand2b_4               0.05
clkbuf_8               0.12
clkbuf_8               0.10
clkdlybuf4s50_1        0.45
==> per-stage QoR <==
stage / std cells / cell area, um2
4_1_cts: 356 / 2910
2_1_floorplan: 248 / 2336
3_5_place_dp: 326 / 2511
3_3_place_gp: 326 / 2511
6_report: 356 / 2910
5_1_grt: 356 / 2910
==> cell families after synthesis <==
family / Yosys count / share of synthesized area (%)
AND-OR/OR-AND: 29 / 7.822
XOR/XNOR: 32 / 12.00
adder cells (fa/ha/maj): 4 / 2.143
buffers and inverters: 15 / 2.571
flip-flops: 55 / 48.85
multiplexers: 1 / 0.4285
AND/OR/NAND/NOR: 112 / 26.19
==> layout make-up <==
cell class              count  area share, %
repair buffers             12          3.869
clock inverters             1         0.1290
inverters                  10          1.290
multi-input cells         178          39.42
flip-flops and latches     55          39.21
clock buffers              28          12.98
well taps                  72          3.095
==> routing by layer <==
metal / up-vias / part of all wire (%) / track usage, %
li1: 953 / - / -
met1: 849 / 51 / 23.86
met2: 44 / 40 / 20.88
met3: 12 / 6.2 / 7.910
met4: 0 / 2.2 / 6.111
met5: - / 0 / 0
==> cell usage after synthesis, types with 3 or more instances <==
| master | count |
|---|---|
| nor2_1 | 25 |
| inv_1 | 10 |
| nor4_1 | 9 |
| o21ai_0 | 8 |
| nand3_1 | 20 |
| ha_1 | 4 |
| nand4_1 | 5 |
| or4_1 | 4 |
| or3_1 | 6 |
| nand2_1 | 15 |
| clkbuf_1 | 4 |
| xnor2_1 | 21 |
| dfxtp_1 | 51 |
| and3_1 | 3 |
| nor3_1 | 9 |
| edfxtp_1 | 4 |
| a21oi_1 | 8 |
| nand2b_1 | 3 |
| xor2_1 | 11 |
==> cells in the final DEF, fill, tap and decap left out, types with 3 or more instances in the layout <==
cell	instances
inv_1	10
nand3_1	20
nor2_1	25
nor3_1	8
or4_1	4
dlygate4sd3_1	3
nand4_1	5
xnor2_1	21
clkbuf_8	26
and3_1	3
clkdlybuf4s50_1	8
o21ai_0	8
nor4_1	9
dfxtp_1	51
nand2_1	15
a21oi_1	8
xor2_1	11
ha_1	4
or3_1	6
edfxtp_1	4
buf_4	3
==> registers in the layout, summed over array words and instances (netlist names) <==
register / cells
be_value: 1
bus_hold_count: 22
count: 22
data: 4
led_value: 1
memory: 4
web_was_high: 1
==> report_power, final <==
part	total (W)	internal [W]	switching, W
combinational	0.000126	0.0000666	0.0000595
sequential	0.000546	0.000464	0.0000815
clock	0.000599	0.000407	0.000192
total	0.00127	0.000938	0.000334
==> how the worst min path moves through the flow <==
stage                       startpoint          endpoint  slack (ns)  cells past startpoint
after CTS             count[0]$_DFF_P_  count[0]$_DFF_P_        0.43                      1
after global routing  count[0]$_DFF_P_  count[0]$_DFF_P_        0.44                      1
final                 count[0]$_DFF_P_  count[0]$_DFF_P_        0.42                      1
==> timing repair <==
item                       4_1_cts  5_1_grt
hold endpoints to repair         2        0
hold buffers                     3        0
gates resized                    1        0
setup endpoints to repair        2        0
No activity file was given, so power comes from the tool's default toggle rates.
