[flow/design.v]
module glow_memory
(
  output [7:0] glow_leds,
  input [7:0] glow_value,
  inout [7:0] data,
  input [3:0] address,
  input phi2,
  input web,
  output be,
  output [7:0] leds,
  output [3:0] column,
  input clk,
  input reset
);
reg [21:0] count = 0;
reg [7:0] debug_state;
reg [7:0] debug_value;
wire [3:0] state;
wire busy;
assign state = count[8:5];
assign be = ~reset | ~busy | ~phi2;
always @(posedge clk) begin
  count <= count + 1;
end
always @(state) begin
  case (state)
    4'b0000: begin column <= 4'b1110; leds <= ~data; end
    4'b0100: begin
      column <= 4'b1101;
      leds[7:0] <= ~debug_value;
    end
    4'b1000: begin
      column <= 4'b1011;
      leds[0] <= ~web;
      leds[1] <= ~phi2;
      leds[2] <= ~be;
      leds[3] <= ~busy;
      leds[4] <= ~reset;
      leds[7:5] <= 3'b111;
    end
    4'b1100: begin column <= 4'b0111; leds <= debug_state; end
    default: begin column <= 4'b1111; leds <= 8'hff; end
  endcase
end
ram ram_0(
  .address_bus (address),
  .data_bus (data),
  .clk (phi2),
  .web (web),
  .busy (busy),
  .reset (reset),
  .glow_leds (glow_leds),
  .glow_value (glow_value),
  .debug_state (debug_state),
  .debug_value (debug_value)
);
endmodule
module ram
(
  input [3:0] address_bus,
  inout [7:0] data_bus,
  input clk,
  input web,
  output busy,
  input reset,
  output [7:0] glow_leds,
  input [7:0] glow_value,
  output [7:0] debug_state,
  output [7:0] debug_value
);
reg [2:0] state = 0;
reg [2:0] next_state = 0;
reg [7:0] value;  
reg [23:0] count = 0;
reg busy = 0;
reg web_was_set = 0;
reg state_was_set = 0;
reg count_reset;
assign memoeb = web & clk;
assign memweb = ~web & clk;
assign data_bus = memoeb ? ~glow_value : 'z;
assign debug_state = ~(state | (web_was_set << 4) | (state_was_set << 5));
assign debug_value = value;
always @(posedge clk) begin
  if (count_reset) begin
    count <= 0;
  end else begin
    count = count + 1;
  end
end
always @(posedge clk or negedge reset) begin
  if (~reset)
    state <= 0;
  else if (web == 0 && busy == 0)
    state <= 1;
  else
    state <= next_state;
end
always @(state or count) begin
  case (state)
    0:
      begin
        busy <= 0;
        glow_leds <= 0;
        count_reset <= 1;
        next_state = state;
      end
    1:
      begin
        busy <= 1;
        glow_leds <= 0;
        count_reset <= 1;
        if (glow_value == 8'hff) begin
          next_state = 2;
        end else begin
          next_state = state;
        end
      end
    2:
      begin
        busy <= 1;
        glow_leds <= 0;
        count_reset <= 1;
        next_state = 3;
      end
    3:
      begin
        busy <= 1;
        count_reset <= 0;
        state_was_set <= 1;
        if (value == 0) begin
          glow_leds <= 0;
          next_state = 0;
        end else if (count == 4000000) begin
          glow_leds <= 0;
          next_state = 4;
        end else begin
          glow_leds <= value;
          next_state = state;
        end
      end
    4:
      begin
        busy <= 1;
        glow_leds <= 0;
        count_reset <= 1;
        next_state = 5;
      end
    5:
      begin
        busy <= 0;
        glow_leds <= 0;
        count_reset <= 0;
        if (count == 8000000) begin
          next_state = 2;
        end else begin
          next_state = state;
        end
      end
    default:
      begin
        busy <= 0;
        glow_leds <= 0;
        count_reset <= 0;
        next_state = state;
      end
  endcase
end
always @(posedge memweb) begin
  if (memweb == 1) begin
    web_was_set = 1;
  end
end
always @(negedge memweb) begin
  value <= data_bus;
end
endmodule
[flow/run.sh]
#!/bin/bash
# OpenROAD 26Q1-2900-gdf79404cd8, Yosys 0.63+post, stock flow scripts
make -C /OpenROAD-flow-scripts/flow DESIGN_CONFIG=/design/flow/config.mk WORK_HOME=/design/flow/orfs finish
[flow/config.mk]
export PLATFORM = sky130hd
export DESIGN_NAME = glow_memory
export DESIGN_NICKNAME = glow_memory
export VERILOG_FILES = /design/flow/design.v
export SDC_FILE = /design/flow/constraint.sdc
export NUM_CORES = 4
export LEC_CHECK = 1
export CORE_UTILIZATION = 30
[flow/constraint.sdc]
current_design glow_memory

set clk_period 2.5
set clk_io_pct 0.2

create_clock -name clk0 -period $clk_period [get_ports {clk}]
create_clock -name clk1 -period $clk_period [get_ports {phi2}]

set non_clock_inputs [all_inputs -no_clocks]
set_input_delay [expr $clk_period * $clk_io_pct] -clock clk0 $non_clock_inputs
set_output_delay [expr $clk_period * $clk_io_pct] -clock clk0 [all_outputs]
==> changes_impl.md <==
### Physical design

- Outcome: stopped before the end
- Last stage: 4_1_cts
- Err: [error] [KeplerFormal.cpp:679] Workflow failed: Iso has multiple drivers: .data0, _200_.Y0
- Xor+xnor area frac: 0.0973
- Initial Util: 0.310
- Register pins left without a clock: 1
- Cell total in the yosys stat output: around 260
- Synth flops: between 40 and 50
- Post-CTS Setup Inserts: 24
- Syn. warnings: 29
- Commonest flop: dfxtp_1
- Mux area share: 0.0445
- CTS Hold Bufs: 1
- Synthesized-area fraction occupied by adder cells: 0.0167
- Post-cts sizing count: ~88
- Comb area leader: simple AND/OR/NAND/NOR gates
- DIE WIDTH: 88.6 um
- Placer Congestion: around 0.78
- Post-Syn Area: around 0.0022 mm^2
- Height of the die: ~89 um
- Average cell area after synthesis: between 8 and 9 um^2
- HPWL after DPL: roughly 3900 um
- Buffers on Ports: 31
- Num ports: between 40 and 50
- Synth Instances: 255
- Async SR Flop Fraction: 0.0652
- Library cells used by synthesis: about 46
- Yosys aoi share: 0.0840
- Site Rows: 31
- Number of enable flip-flop cells: 0
- Basic Gates by Area: 0.294
- Synthesis area per yosys: between 0.002 and 0.0025 mm^2
[cell usage after synthesis, drive strengths merged (3+ instances only)]
master	n	area [um^2]
a21oi	6	30.0
and2	10	62.6
and3	4	25.0
clkbuf	8	30.0
dfrtp	3	75.1
dfxtp	42	841
ha	3	37.5
inv	18	67.6
mux4	4	90.1
nand2	25	93.8
nand3	15	80.1
nand4	9	71.3
nor2	26	97.6
nor3	6	30.0
nor4	10	83.8
o21ai	10	50.0
or3	4	25.0
xnor2	18	158
xor2	7	61.3
[logic make-up after synthesis]
kind of cell | after synthesis
multiplexers | 5
XOR/XNOR | 25
latches | 1
AND/OR/NAND/NOR | 120
buffers and inverters | 28
flip-flops | 45
AND-OR/OR-AND | 27
adder cells (fa/ha/maj) | 3
other | 1
[stage by stage]
step           TNS (ps)  cell area [um^2]  std cells  power (mW)  setup slack [ps]
2_1_floorplan     -2770              2280        256        1.14              -322
3_3_place_gp     -11190              2860        401        1.46              -840
3_5_place_dp     -11650              2860        401        1.46              -887
No activity file was given, so power comes from the tool's default toggle rates.
